==> design.v <==
`timescale 1ns/10ps
module gearbox_48_64 (
	in_enable,
	clk,
	reset_n,
	out_idle,
	in_data,
	in_datavalid,
	empty_save,
	out_data,
	out_datavalid,
	in_idle
);
input	in_enable;
input	clk, reset_n;
output	out_idle;
input [47:0]	in_data;
input in_datavalid;
output  empty_save;
output [63:0]	out_data;
output out_datavalid;
input in_idle;
reg [5:0] state;
reg [5:0] state_nxt;
reg [9*16-1:0] save_data;
reg [9*16-1:0] save_data_nxt;
assign out_idle=(state<=6);
assign	empty_save=(state==0||state==3||state==6||state==9);
always @(posedge clk) begin
	if(!reset_n) begin
		state <= 6'b0;
		save_data <= 0;
	end
	else if(in_enable)  begin
		state <= state_nxt;
		save_data <= save_data_nxt;
	end
end
reg [63:0]	out_data;
reg out_datavalid;
always @(*) begin
	out_data=save_data[63:0];
	out_datavalid=1'b0;
	state_nxt=state;
	save_data_nxt =save_data ;
	case(state)
	0: begin
		if(in_datavalid) begin
			state_nxt=state+3;
			save_data_nxt[3*16-1:0*16]=in_data;
		end
	end
	1: begin
		if(in_datavalid) begin
			state_nxt=state+3;
			save_data_nxt[4*16-1:1*16]=in_data;
		end
	end
	2: begin
		if(in_datavalid) begin
			state_nxt=state+3;
			save_data_nxt[5*16-1:2*16]=in_data;
		end
	end
	3: begin
		if(in_datavalid) begin
			state_nxt=state+3;
			save_data_nxt[6*16-1:3*16]=in_data;
		end
	end
	4: begin
		out_datavalid=in_idle;
		if(in_idle) begin
			if(in_datavalid) begin
				state_nxt=state-4+3;
				save_data_nxt[3*16-1:0*16]=in_data;
			end
			else begin
				state_nxt=state-4;
			end
		end
		else begin
			if(in_datavalid) begin
				state_nxt=state+3;
				save_data_nxt[7*16-1:4*16]=in_data;
			end
		end
	end
	5: begin
		out_datavalid=in_idle;
		if(in_idle) begin
			save_data_nxt[1*16-1:0*16]=save_data[5*16-1:4*16];
			if(in_datavalid) begin
				state_nxt=state-4+3;
				save_data_nxt[4*16-1:1*16]=in_data;
			end
			else begin
				state_nxt=state-4;
			end
		end
		else begin
			if(in_datavalid) begin
				state_nxt=state+3;
				save_data_nxt[8*16-1:5*16]=in_data;
			end
		end
	end
	6: begin
		out_datavalid=in_idle;
		if(in_idle) begin
			save_data_nxt[2*16-1:0*16]=save_data[6*16-1:4*16];
			if(in_datavalid) begin
				state_nxt=state-4+3;
				save_data_nxt[5*16-1:2*16]=in_data;
			end
			else begin
				state_nxt=state-4;
			end
		end
		else begin
			if(in_datavalid) begin
				state_nxt=state+3;
				save_data_nxt[9*16-1:6*16]=in_data;
			end
		end
	end
	7: begin
		out_datavalid=in_idle;
		if(in_idle) begin
			save_data_nxt[3*16-1:0*16]=save_data[7*16-1:4*16];
			state_nxt=state-4;
		end
	end
	8: begin
		out_datavalid=in_idle;
		if(in_idle) begin
			save_data_nxt[4*16-1:0*16]=save_data[8*16-1:4*16];
				state_nxt=state-4;
		end
	end
	9: begin
		out_datavalid=in_idle;
		if(in_idle) begin
			save_data_nxt[5*16-1:0*16]=save_data[9*16-1:4*16];
				state_nxt=state-4;
		end
	end
	endcase
end
endmodule
==> run.sh <==
#!/bin/bash
# OpenROAD 26Q1-2900-gdf79404cd8, Yosys 0.63+post, stock flow scripts
make -C /OpenROAD-flow-scripts/flow DESIGN_CONFIG=/design/flow/config.mk WORK_HOME=/design/flow/orfs finish
==> config.mk <==
export PLATFORM = sky130hd
export DESIGN_NAME = gearbox_48_64
export DESIGN_NICKNAME = gearbox_48_64
export VERILOG_FILES = /design/flow/design.v
export SDC_FILE = /design/flow/constraint.sdc
export NUM_CORES = 4
export LEC_CHECK = 1
export CORE_UTILIZATION = 50
==> constraint.sdc <==
current_design gearbox_48_64

set clk_period 7.2
set clk_io_pct 0.2

create_clock -name clk0 -period $clk_period [get_ports {clk}]

set non_clock_inputs [all_inputs -no_clocks]
set_input_delay [expr $clk_period * $clk_io_pct] -clock clk0 $non_clock_inputs
set_output_delay [expr $clk_period * $clk_io_pct] -clock clk0 [all_outputs]
==> results.json <==
{
  "syn_area_um2": 8337,
  "rsz0062_at_grt": "false",
  "required_ns": 5.76,
  "routed_wl_mm": 26.43,
  "cts_tree": "done",
  "avgSynthCellArea_um2": 8.472,
  "slew_violations": 0,
  "async_flop_share_pct": 0,
  "maxClockFrequency_ghz": 0.2202,
  "period_minus_slack_ns": 4.542,
  "drive_above_1_share_pct": 8.184,
  "synth_flops": 150,
  "most-common-layout-cells": "nand2_1 (185), dfxtp_1 (150), clkdlybuf4s50_1 (119)",
  "slew_headroom_pct": 43.69,
  "row_count": 46,
  "hold_viol_final": 0,
  "crit_path_end_kind": "primary output",
  "utilization_pct": 60.48,
  "antenna-diode-count": 0,
  "num_vias": 7844,
  "overflow": 0,
  "antenna_left": 0,
  "yosys-stat-area_um2": 8337,
  "largest_area_cell": "dfxtp_1",
  "fillers": 1328,
  "flop_cell": "dfxtp_1",
  "yosys_cells": 984,
  "top_cells_by_area": "dfxtp_1 (36%), a222oi_1 (9.6%), nand2_1 (8.3%)",
  "wl_per_cell_um": 21.70,
  "post_cts_buffers": 0,
  "gp_congestion": 0.8615,
  "ios": 120,
  "hold_buffers": 0,
  "viasPerCell": 6.440,
  "clk_pin_slew_ns": 0.06,
  "crit_path_max_incr_delay_ns": 0.87,
  "crit_slowest_cell": "clkdlybuf4s50_1",
  "synth_cells": 984,
  "core_um2": 16060,
  "fp.dieH_um": 131.1,
  "ys_types": 65,
  "grt_pass1_wl_mm": 40.85,
  "htree_levels": 4,
  "tns_ns": 0,
  "drtIter0Drc": 1213,
  "hpwlAfterDp_mm": 17.34,
  "critPathMaxFanout": 16,
  "finalInstanceArea_um2": 9712,
  "status": "finished clean",
  "cts_buffer_depth": 2,
  "hp-class": "register to register",
  "startpoint_type": "input port",
  "grt_pass1_vias": 7129,
  "place_area_um2": 9111,
  "synth_warnings": 1,
  "max_slew.worst_pin.slew_ns": 0.8447,
  "warning_count": 35,
  "syn2layout_area_growth_pct": 16.49,
  "io_buffers": 119,
  "initCoreUtil_pct": 51.92,
  "final-setup-viol-count": 0,
  "die_area_um2": 17190,
  "clock_latency_ns": 0.43,
  "path_cells": "clkdlybuf4s50_1, o21ai_0, inv_1, clkdlybuf4s50_1",
  "layout_top_cell": "nand2_1",
  "met2RoutedLength_mm": 10.89,
  "powerDensity_nw_per_um2": 397.1,
  "grt_max_degree": 73,
  "top_area_share_pct": 36.02,
  "period_used_pct": 63.08,
  "cp_common_cell": "clkdlybuf4s50_1",
  "highest_layer": "met4",
  "wl_met3_mm": 2.998,
  "ctsResizeCount": 0,
  "drc": 0,
  "arrival_ns": 3.10,
  "antenna_found_initial": 0,
  "maxCapViolCount": 0,
  "postSynthSeqShare_pct": 36.02,
  "die_x_um": 131.1,
  "clock_skew_ns": 0.01003,
  "p_leak_uw": 0.003600,
  "edf_count": 0,
  "drt-pass1-iter-count": 11,
  "cts_root_buffer": "clkbuf_16",
  "crit_type": "input port to primary output",
  "ir_drop_v": 0.0002928,
  "cts_buffers": 17,
  "grt.total_usage_pct": 31.13,
  "clock-sinks": 150,
  "wl_met1_mm": 12.03
}
==> state kept, by name, indices dropped and copies added (netlist names) <==
name	count
state	6
save_data	144
==> where the power goes <==
| part | switching (uW) | internal, uW |
|---|---|---|
| registers | 131 | 1040 |
| logic | 983 | 797 |
| clock network | 371 | 534 |
| total | 1480 | 2370 |
==> layout make-up <==
class / instances / area, um^2 / area share (%)
clock inverters: 12 / 143.9 / 1.482
well taps: 216 / 270.3 / 2.783
multi-input cells: 670 / 4444 / 45.76
clock buffers: 20 / 456.7 / 4.702
repair buffers: 142 / 1364 / 14.04
flip-flops and latches: 150 / 3003 / 30.92
inverters: 8 / 30.03 / 0.3092
==> metrics by stage <==
step	setup slack, ns	power [uW]	cells	hold slack [ns]
floorplan	3.867	2440	984	0.4310
global placement	2.674	2921	1186	0.4393
detailed placement	2.660	2944	1186	0.4467
CTS	2.659	3856	1218	0.4574
global route	2.545	4079	1218	0.4681
finish	2.658	3856	1218	0.4538
==> cells in the mapped netlist (16+ instances only) <==
master and n:
nand2_1 185, dfxtp_1 150, nor2_1 96, a222oi_1 80, buf_4 69, clkbuf_1 59
a311oi_1 57, a21oi_1 39, o211a_1 31, a211oi_1 25, buf_2 25, a21o_1 17
a22oi_1 16, mux2i_1 16
==> path summary, 6_finish.rpt <==
check / startpoint / endpoint / slack, ns / cells after the start
setup / recovery: in_idle / out_datavalid / 2.66 / 4
hold / removal: save_data[76]$_SDFFE_PN0P_ / save_data[76]$_SDFFE_PN0P_ / 0.45 / 2
setup reg to reg: state[1]$_SDFFE_PN0P_ / save_data[28]$_SDFFE_PN0P_ / 3.78 / 8
hold reg to reg: save_data[76]$_SDFFE_PN0P_ / save_data[76]$_SDFFE_PN0P_ / 0.45 / 2
==> per-layer routing <==
layer	up-vias	track usage, %
met5	-	0
met4	0	5.490
met1	3747	49.69
met3	22	9.323
li1	3679	-
met2	396	42.76
==> kinds of logic after synthesis <==
group                    share of synthesized area (%)
AND-OR/OR-AND                                    31.98
XOR/XNOR                                        0.3152
adder cells (fa/ha/maj)                          1.651
buffers and inverters                            11.05
flip-flops                                       36.02
multiplexers                                     1.921
AND/OR/NAND/NOR                                  17.06
==> critical path, delay by kind of cell <==
family / cells / cell delay, ns
buffers and inverters: 3 / 1.41
AOI/OAI and AO/OA: 1 / 0.24
Power figures rest on the tool's default switching activity, not on a simulated workload.
