### flow/config.mk
export PLATFORM = sky130hd
export DESIGN_NAME = gearbox_64_48
export DESIGN_NICKNAME = gearbox_64_48
export VERILOG_FILES = /design/flow/design.v
export SDC_FILE = /design/flow/constraint.sdc
export NUM_CORES = 4
export LEC_CHECK = 1
export CORE_UTILIZATION = 50
### flow/constraint.sdc
current_design gearbox_64_48

set clk_period 17.7
set clk_io_pct 0.2

create_clock -name clk0 -period $clk_period [get_ports {clk}]

set non_clock_inputs [all_inputs -no_clocks]
set_input_delay [expr $clk_period * $clk_io_pct] -clock clk0 $non_clock_inputs
set_output_delay [expr $clk_period * $clk_io_pct] -clock clk0 [all_outputs]
### flow/design.v
`timescale 1ns/10ps
module gearbox_64_48 (
	in_enable,
	clk,
	reset_n,
	out_idle,
	in_data,
	in_datavalid,
	in_dataerror,
	out_data,
	out_datavalid,
	out_dataerror,
	in_idle
);
parameter WORDSIZE					=16;
parameter SAVEDATAADDRSIZE	=9;
parameter	SAVEDATASIZE			=640;
parameter	SAVEWORDNUMBER		=SAVEDATASIZE/WORDSIZE;
input	in_enable;
input	clk, reset_n;
output	out_idle;
input [63:0]	in_data;
input in_datavalid;
input in_dataerror;
output [47:0]	out_data;
output out_datavalid;
output out_dataerror;
input in_idle;
reg	out_idle;
reg [WORDSIZE*3-1:0]	out_data;
reg [SAVEDATASIZE-1:0] save_data;
reg [SAVEDATASIZE-1:0] save_data_nxt;
reg [SAVEWORDNUMBER-1:0] save_error;
reg [SAVEWORDNUMBER-1:0] save_error_nxt;
reg	[SAVEDATAADDRSIZE:0] pointer;
reg	[SAVEDATAADDRSIZE:0] pointer_nxt;
always @(posedge clk ) begin
	if(!reset_n) begin
		pointer <= SAVEDATASIZE;
		save_data <= {SAVEDATASIZE{1'b0}};
		save_error <= {SAVEWORDNUMBER{1'b0}};
	end
	else begin
		pointer <= pointer_nxt;
		save_data <= save_data_nxt;
		save_error <= save_error_nxt;
	end
end
reg [2:0] error;
always @(*) begin
	out_data=save_data[WORDSIZE*3-1:0];
	error=save_error[2+0:0];
	case(pointer)
	WORDSIZE*0 :		  begin out_data=save_data[WORDSIZE*3-1+WORDSIZE*0 :WORDSIZE*0 ];      error=save_error[2+0 :0 ]; end
	WORDSIZE*1 : 			begin out_data=save_data[WORDSIZE*3-1+WORDSIZE*1 :WORDSIZE*1 ];      error=save_error[2+1 :1 ]; end
	WORDSIZE*2 : 			begin out_data=save_data[WORDSIZE*3-1+WORDSIZE*2 :WORDSIZE*2 ];      error=save_error[2+2 :2 ]; end
	WORDSIZE*3 : 			begin out_data=save_data[WORDSIZE*3-1+WORDSIZE*3 :WORDSIZE*3 ];      error=save_error[2+3 :3 ]; end
	WORDSIZE*4 : 			begin out_data=save_data[WORDSIZE*3-1+WORDSIZE*4 :WORDSIZE*4 ];      error=save_error[2+4 :4 ]; end
	WORDSIZE*5 : 			begin out_data=save_data[WORDSIZE*3-1+WORDSIZE*5 :WORDSIZE*5 ];      error=save_error[2+5 :5 ]; end
	WORDSIZE*6 : 			begin out_data=save_data[WORDSIZE*3-1+WORDSIZE*6 :WORDSIZE*6 ];      error=save_error[2+6 :6 ]; end
	WORDSIZE*7 : 			begin out_data=save_data[WORDSIZE*3-1+WORDSIZE*7 :WORDSIZE*7 ];      error=save_error[2+7 :7 ]; end
	WORDSIZE*8 : 			begin out_data=save_data[WORDSIZE*3-1+WORDSIZE*8 :WORDSIZE*8 ];      error=save_error[2+8 :8 ]; end
	WORDSIZE*9 : 			begin out_data=save_data[WORDSIZE*3-1+WORDSIZE*9 :WORDSIZE*9 ];      error=save_error[2+9 :9 ]; end
	WORDSIZE*10:		  begin out_data=save_data[WORDSIZE*3-1+WORDSIZE*10:WORDSIZE*10];      error=save_error[2+10:10]; end
	WORDSIZE*11: 			begin out_data=save_data[WORDSIZE*3-1+WORDSIZE*11:WORDSIZE*11];      error=save_error[2+11:11]; end
	WORDSIZE*12: 			begin out_data=save_data[WORDSIZE*3-1+WORDSIZE*12:WORDSIZE*12];      error=save_error[2+12:12]; end
	WORDSIZE*13: 			begin out_data=save_data[WORDSIZE*3-1+WORDSIZE*13:WORDSIZE*13];      error=save_error[2+13:13]; end
	WORDSIZE*14: 			begin out_data=save_data[WORDSIZE*3-1+WORDSIZE*14:WORDSIZE*14];      error=save_error[2+14:14]; end
	WORDSIZE*15: 			begin out_data=save_data[WORDSIZE*3-1+WORDSIZE*15:WORDSIZE*15];      error=save_error[2+15:15]; end
	WORDSIZE*16: 			begin out_data=save_data[WORDSIZE*3-1+WORDSIZE*16:WORDSIZE*16];      error=save_error[2+16:16]; end
	WORDSIZE*17: 			begin out_data=save_data[WORDSIZE*3-1+WORDSIZE*17:WORDSIZE*17];      error=save_error[2+17:17]; end
	WORDSIZE*18: 			begin out_data=save_data[WORDSIZE*3-1+WORDSIZE*18:WORDSIZE*18];      error=save_error[2+18:18]; end
	WORDSIZE*19: 			begin out_data=save_data[WORDSIZE*3-1+WORDSIZE*19:WORDSIZE*19];      error=save_error[2+19:19]; end
	WORDSIZE*20:			begin out_data=save_data[WORDSIZE*3-1+WORDSIZE*20:WORDSIZE*20];      error=save_error[2+20:20]; end
	WORDSIZE*21: 			begin out_data=save_data[WORDSIZE*3-1+WORDSIZE*21:WORDSIZE*21];      error=save_error[2+21:21]; end
	WORDSIZE*22: 			begin out_data=save_data[WORDSIZE*3-1+WORDSIZE*22:WORDSIZE*22];      error=save_error[2+22:22]; end
	WORDSIZE*23: 			begin out_data=save_data[WORDSIZE*3-1+WORDSIZE*23:WORDSIZE*23];      error=save_error[2+23:23]; end
	WORDSIZE*24: 			begin out_data=save_data[WORDSIZE*3-1+WORDSIZE*24:WORDSIZE*24];      error=save_error[2+24:24]; end
	WORDSIZE*25: 			begin out_data=save_data[WORDSIZE*3-1+WORDSIZE*25:WORDSIZE*25];      error=save_error[2+25:25]; end
	WORDSIZE*26: 			begin out_data=save_data[WORDSIZE*3-1+WORDSIZE*26:WORDSIZE*26];      error=save_error[2+26:26]; end
	WORDSIZE*27: 			begin out_data=save_data[WORDSIZE*3-1+WORDSIZE*27:WORDSIZE*27];      error=save_error[2+27:27]; end
	WORDSIZE*28: 			begin out_data=save_data[WORDSIZE*3-1+WORDSIZE*28:WORDSIZE*28];      error=save_error[2+28:28]; end
	WORDSIZE*29: 			begin out_data=save_data[WORDSIZE*3-1+WORDSIZE*29:WORDSIZE*29];      error=save_error[2+29:29]; end
	WORDSIZE*30:			begin out_data=save_data[WORDSIZE*3-1+WORDSIZE*30:WORDSIZE*30];      error=save_error[2+30:30]; end
	WORDSIZE*31: 			begin out_data=save_data[WORDSIZE*3-1+WORDSIZE*31:WORDSIZE*31];      error=save_error[2+31:31]; end
	WORDSIZE*32: 			begin out_data=save_data[WORDSIZE*3-1+WORDSIZE*32:WORDSIZE*32];      error=save_error[2+32:32]; end
	WORDSIZE*33: 			begin out_data=save_data[WORDSIZE*3-1+WORDSIZE*33:WORDSIZE*33];      error=save_error[2+33:33]; end
	WORDSIZE*34: 			begin out_data=save_data[WORDSIZE*3-1+WORDSIZE*34:WORDSIZE*34];      error=save_error[2+34:34]; end
	WORDSIZE*35: 			begin out_data=save_data[WORDSIZE*3-1+WORDSIZE*35:WORDSIZE*35];      error=save_error[2+35:35]; end
	WORDSIZE*36: 			begin out_data=save_data[WORDSIZE*3-1+WORDSIZE*36:WORDSIZE*36];      error=save_error[2+36:36]; end
	WORDSIZE*37: 			begin out_data=save_data[WORDSIZE*3-1+WORDSIZE*37:WORDSIZE*37];      error=save_error[2+37:37]; end
	endcase
end
assign	out_datavalid=(pointer<=(WORDSIZE*37)) & in_idle;
assign	out_dataerror=|error;
always @(*) begin
	if(in_idle) begin
		out_idle=(pointer>=WORDSIZE);
		if(in_datavalid) begin
			save_data_nxt={in_data,save_data[SAVEDATASIZE-1:64]};
			save_error_nxt={{4{in_dataerror}},save_error[SAVEWORDNUMBER-1:4]};
			pointer_nxt=out_datavalid?(pointer-16):(pointer-64);
		end
		else begin
			save_data_nxt=save_data;
			save_error_nxt=save_error;
			pointer_nxt=out_datavalid?(pointer+48):pointer;
		end
	end
	else begin
		out_idle=(pointer>=64);
		if(in_datavalid) begin
			save_data_nxt={in_data,save_data[SAVEDATASIZE-1:64]};
			save_error_nxt={{4{in_dataerror}},save_error[SAVEWORDNUMBER-1:4]};
			pointer_nxt=pointer-64;
		end
		else begin
			save_data_nxt=save_data;
			save_error_nxt=save_error;
			pointer_nxt=pointer;
		end
	end
end
endmodule
### flow/run.sh
#!/bin/bash
# OpenROAD 26Q1-2900-gdf79404cd8, Yosys 0.63+post, stock flow scripts
make -C /OpenROAD-flow-scripts/flow DESIGN_CONFIG=/design/flow/config.mk WORK_HOME=/design/flow/orfs finish
==> run_results.csv <==
group,metric,value,unit
cts,clk_path_buf_depth,3,
detailed_routing,first_pass_iters,10,
sta,tightestPinTransition,1025,ps
synthesis,ys.warnings.count,40,
detailed_routing,totalWireLength,168000,um
sta,finalHoldViolations,0,
synthesis,ys.flops,656,
cts,postCtsSetupBuffers,0,
min_path,hold-path-cell-count,2,
sta,fmax,107.3,MHz
sta,rsz0062_at_grt,"false",
detailed_routing,num_vias,34950,
global_routing,gr-total-overflow,0,
cts,ctsResizeCount,0,
synthesis,ys_area,0.03659,mm^2
synthesis,synth_area_leader_cell,"dfxtp_1",
cells_and_area,syn_to_final_growth,13.11,%
synthesis,yosys-top-cells-count,"mux2i_1, nor2b_1, dfxtp_1, a22oi_1, clkbuf_1",
synthesis,synth_area,0.03659,mm^2
cells_and_area,post-route-util,0.5750,
detailed_routing,drtAntennaViolNets,0,
cts,clkLatencyLatePin,640,ps
synthesis,simple_gate_area_frac,0.1808,
floorplan,coreArea,0.07198,mm^2
sta,finClkSkew,26.36,ps
sta,maxSlewHeadroom,0.3154,
worst_setup_path,r2r-start,"pointer[8]",
synthesis,ys_seq_frac,0.3589,
worst_setup_path,reg2reg_depth,7,
flow_run,warning_count,42,
power,cellPowerDensity,96.35,mW/mm^2
floorplan,fp-row-count,98,
worst_setup_path,reg2reg_slack,14370,ps
global_routing,antenna_found_initial,8,
synthesis,async_flop_share,0,
synthesis,synth.distinct_cells,64,
cts,clock-sinks,656,
global_routing,grt_pass1_vias,33230,
sta,period_used_share,0.5267,
min_path,hold_end,"save_data[0]",
placement,place_hpwl,106200,um
synthesis,synth_stat.cells,3871,
synthesis,synth-xor-area-share,0.0009574,
cts,cts_root_buffer,"clkbuf_16",
power,leakage,15.09,nW
worst_setup_path,end_kind,"primary output",
synthesis,compound_area_frac,0.1857,
placement,numPortBuffers,119,
sta,period_minus_slack,9323,ps
synthesis,edf_count,0,
synthesis,synth_top_cell_by_count,"mux2i_1",
sta,final.setup.tns,0,ps
sta,finalSetupViolCount,0,
worst_setup_path,cp_data_arrival_time,5780,ps
power,peakVddDrop,0.00009534,V
global_routing,grt_pass1_wl,238700,um
cts,cts-buffers-inserted,75,
detailed_routing,drc,0,
synthesis,synth_cells,3871,
synthesis,top_cell_area_share,0.3589,
worst_setup_path,r2r-end,"pointer[7]",
floorplan,floorplan.core_util,0.5084,
cells_and_area,drive_gt1_frac,0.09002,
detailed_routing,first_iter_violations,5213,
worst_setup_path,required,14160,ps
synthesis,logic_family,"multiplexers",
placement,gp_congestion,1.041,
detailed_routing,wl_per_cell,34.70,um
global_routing,grt_max_degree,118,
min_path,worstHoldPathType,"register to register",
worst_setup_path,startpoint_type,"register",
cts,cts_hold_buf,0,
detailed_routing,via_per_inst,7.217,
outcome,outcome,"completed",
sta,finalMaxSlewViolations,0,
floorplan,die_width,272.5,um
global_routing,track_usage,0.4566,
min_path,hold_path.startpoint,"save_data[0]",
floorplan,die_area,0.07427,mm^2
cts,ctsHtreeMaxLevel,3,
synthesis,synth-main-ff-cell,"dfxtp_1",
floorplan,io-pin-count,121,
synthesis,fa_ha_area_frac,0.003419,
flow_run,drv_cap,0,
cts,clk_pin_slew_worst_paths,60,ps
worst_setup_path,worstSetupPathType,"register to primary output",
synthesis,area_leaders,"dfxtp_1, mux2i_1, nor2b_1, a22oi_1, a221oi_1",
cts,cts_tree,"done",
synthesis,synth.area.mux_share,0.2289,
worst_setup_path,cp_max_fo,45,
floorplan,chipHeight,272.5,um
synthesis,synth_area_per_cell,9.453,um^2
## placed cells by master, fill, tap and decap left out, types with 15 or more instances in the layout
master,n
a21oi_1,43
o21ai_0,55
a31oi_1,26
diode_2,15
and3_1,17
buf_4,127
nand2_1,104
a32oi_1,18
a221o_1,17
clkdlybuf4s50_1,117
dfxtp_1,654
nand3b_1,18
a22o_1,96
nor2_1,103
nand3_1,40
o22ai_1,42
nor3_1,16
a22oi_1,275
a222oi_1,35
nor2b_1,656
nand4_1,94
a221oi_1,153
clkbuf_16,79
mux2i_1,768
mux2_2,61
## cell families after synthesis
family	Yosys count
flip-flops	656
buffers and inverters	381
AND/OR/NAND/NOR	1125
XOR/XNOR	4
multiplexers	829
adder cells (fa/ha/maj)	10
AND-OR/OR-AND	866
## power breakdown
group / leakage [nW] / switching [mW] / internal [mW] / total [mW]
registers: 5.30 / 0.0550 / 1.50 / 1.55
clock network: 1.28 / 0.646 / 1.03 / 1.68
logic: 8.50 / 0.457 / 0.299 / 0.756
## final cells by class
cell class | count | area [um^2]
diodes | 15 | 37.54
clock buffers | 104 | 2181
clock inverters | 26 | 449.2
fillers | 5971 | 30590
inverters | 11 | 41.29
multi-input cells | 2834 | 22200
flip-flops and latches | 656 | 13140
well taps | 950 | 1189
repair buffers | 246 | 2155
## through the flow
| step | instance area [um^2] | worst slack (ps) | std cells | hold WS, ps | power [mW] |
|---|---|---|---|---|---|
| 5_1_grt | 41350 | 8505 | 4827 | 547.8 | 4.074 |
| 2_1_floorplan | 36590 | 10410 | 3871 | 483.3 | 1.957 |
| 4_1_cts | 41350 | 8647 | 4827 | 526.1 | 3.971 |
| 3_3_place_gp | 38720 | 9088 | 4697 | 501.5 | 2.303 |
| 3_5_place_dp | 38720 | 9104 | 4697 | 507.0 | 2.305 |
| 6_report | 41390 | 8377 | 4842 | 520.3 | 3.988 |
## critical path, cell delays in order (launching register included)
cell,delay (ps)
dfxtp_4,720
buf_4,600
buf_4,670
nand2b_1,470
nor2_4,280
buf_4,350
a222oi_1,330
nand4_1,140
a2111oi_0,660
a31oi_1,220
clkdlybuf4s50_1,490
## state kept, by name, summed over array words and instances (netlist names)
name and flops:
save_error 10, save_data 640, pointer 6
## routing by layer
| metal | global-route usage | wire [um] |
|---|---|---|
| met1 | 0.6193 | 63870 |
| met2 | 0.5998 | 65660 |
| met3 | 0.2042 | 25110 |
| met4 | 0.2796 | 13250 |
| met5 | 0.01091 | 126 |
## how the worst max path moves through the flow
stage           from            to  cells past startpoint
6_report  pointer[9]  out_data[45]                     10
5_1_grt   pointer[9]  out_data[31]                     10
4_1_cts   pointer[9]  out_data[45]                     10
Power figures rest on the tool's default switching activity, not on a simulated workload.
