--- flow/config.mk ---
export PLATFORM = sky130hd
export DESIGN_NAME = perlane_descrambler
export DESIGN_NICKNAME = perlane_descrambler
export VERILOG_FILES = /design/flow/design.v
export SDC_FILE = /design/flow/constraint.sdc
export NUM_CORES = 4
export LEC_CHECK = 1
export CORE_UTILIZATION = 30
--- flow/constraint.sdc ---
current_design perlane_descrambler

set clk_period 7.5
set clk_io_pct 0.2

create_clock -name clk0 -period $clk_period [get_ports {clk}]

set non_clock_inputs [all_inputs -no_clocks]
set_input_delay [expr $clk_period * $clk_io_pct] -clock clk0 $non_clock_inputs
set_output_delay [expr $clk_period * $clk_io_pct] -clock clk0 [all_outputs]
--- flow/design.v ---
`timescale 1ns/10ps
module descrambler_64(
	in_enable,
	clk,
	reset_n,
	in_pop,
	in_data,
	scrambled_result,
	out_pop
);
input	in_enable;
input	clk;
input	reset_n;
input	in_pop;
input	[64-1:0]	in_data;
output	[64-1:0] scrambled_result;
output	out_pop;
assign	out_pop=in_pop;
reg	[64+57:0]	data_prev;
wire  [64+57:0]  data_merge;
always @(posedge clk) begin
	if(!reset_n) begin
		data_prev<=0;
	end
	else if(in_enable) begin
		if(in_pop) data_prev<=data_merge;
	end
end
assign  data_merge={in_data,data_prev[64+57:64]};
assign  scrambled_result=data_merge[64+57:1+57] ^ data_merge[64+57-39:1+57-39] ^ data_merge[64+57-58:1+57-58];
endmodule
module perlane_descrambler (
	in_enable,
	clk,
	reset_n,
	in_txdata,
	in_txdata_valid,
	in_txdata_error,
	out_idle,
	out_txdata,
	out_txdata_valid,
	out_txdata_error,
	in_idle
);
input	in_enable;
input	clk,reset_n;
input [255:0]	in_txdata;
input 	in_txdata_valid;
input	in_txdata_error;
output	out_idle;
output [255:0]	out_txdata;
output	out_txdata_valid;
output	out_txdata_error;
input	in_idle;
wire [3:0] out_txdata_valid_tmp;
assign out_txdata_valid=out_txdata_valid_tmp[0];
reg last_error;
always @(posedge clk) begin
	if(!reset_n) begin
		last_error<=1'b0;
	end
	else if(in_enable && in_txdata_valid) begin
		last_error<=in_txdata_error;
	end
end
assign out_txdata_error=(last_error|in_txdata_error) && in_txdata_valid;
descrambler_64 inst0 (
	.in_enable(in_enable),
	.clk(clk),
	.reset_n(reset_n),
	.in_pop(in_txdata_valid),
	.in_data(in_txdata[63:0]),
	.scrambled_result(out_txdata[63:0]),
	.out_pop(out_txdata_valid_tmp[0])
);
descrambler_64 inst1 (
	.in_enable(in_enable),
	.clk(clk),
	.reset_n(reset_n),
	.in_pop(in_txdata_valid),
	.in_data(in_txdata[127:64]),
	.scrambled_result(out_txdata[127:64]),
	.out_pop(out_txdata_valid_tmp[1])
);
descrambler_64 inst2 (
	.in_enable(in_enable),
	.clk(clk),
	.reset_n(reset_n),
	.in_pop(in_txdata_valid),
	.in_data(in_txdata[191:128]),
	.scrambled_result(out_txdata[191:128]),
	.out_pop(out_txdata_valid_tmp[2])
);
descrambler_64 inst3 (
	.in_enable(in_enable),
	.clk(clk),
	.reset_n(reset_n),
	.in_pop(in_txdata_valid),
	.in_data(in_txdata[255:192]),
	.scrambled_result(out_txdata[255:192]),
	.out_pop(out_txdata_valid_tmp[3])
);
assign	out_idle=in_idle;
endmodule 
--- flow/run.sh ---
#!/bin/bash
# OpenROAD 26Q1-2900-gdf79404cd8, Yosys 0.63+post, stock flow scripts
make -C /OpenROAD-flow-scripts/flow DESIGN_CONFIG=/design/flow/config.mk WORK_HOME=/design/flow/orfs finish
==> results.cfg <==
; physical design summary
[worst_setup_path]
critical_path.max_fanout = 3
r2r-start = inst2.data_prev[111]
crit_type = primary input to primary output
cp.required_ns = 6.00
end_kind = primary output
worstReg2RegEnd = inst2.data_prev[111]
crit_arrival_ns = 3.20
worst_setup_path_start_kind = primary input
reg2reg_depth = 2
reg2reg_setup_slack_ns = 6.60

[detailed_routing]
antenna_cells = 0
vias = 12730
drt-vias-per-instance = 4.818
post_drt_wl_per_cell_um = 18.23
drtAntennaViolNets = 0
dr.first_iter.drc_count = 869
routed_wl_um = 48170
route.detailed.drc = 0
firstDrtPassIters = 5

[global_route]
grt_overflow = 0
antenna_found_initial = 0
grt_max_degree = 168
track_usage = 0.1932
first_global_vias = 12480
grt_first_pass_wirelength_um = 74130

[synth]
yosysWarnings = 2
yosysUniqueCellTypes = 13
syn_area_per_cell_um2 = 9.289
ys_cells = 1577
ys.flops = 233
ys_seq_frac = 0.3184
synth_area_um2 = 14650
ys_area_um2 = 14650
synth_cells = 1577

[die]
die_h_um = 223.0
die_x_um = 223.0
die_area_um2 = 49720
fp_util = 0.3055
core_area_um2 = 47950
floorplan.rows = 80
num_io_pins = 521

[cells_and_area]
syn_to_final_growth_pct = 42.96
lay_top_cells = clkdlybuf4s50_1 (516), xnor2_1 (512), nand3_1 (233), a21oi_1 (233), dfxtp_1 (233)
drive_above_1_share = 0.04290
stdcell_area_um2 = 20940
lay_top_count = clkdlybuf4s50_1

[status]
status = finished clean

[hold_path]
hold_end = last_error
whs_path_depth = 2
hold_path_startpoint = last_error
hold_path_class = flip-flop to flip-flop

[cts]
cts-root-buf = clkbuf_16
postCtsHoldBufs = 0
htreeDepth = 1
clock-sinks = 233
clk_pin_slew_worst_paths_ns = 0.06
cts_made_buffers = 29
cts_setup_buffers = 0
ctsResizeCount = 0
clk_latency_ns = 0.55
cts_tree = done
clock_path_buffers = 3

[placement]
dp_slack_ns = 2.793
gp_congestion = 0.9281
io_buffer_count = 518
place_area_um2 = 19910
post-dp-hpwl_um = 34660

[timing]
period_minus_slack_ns = 4.696
worst_slack_ns = 2.804
hold_slack_ns = 0.5757
finalHoldViolCount = 0
setup_tns_ns = 0
period_used_share = 0.6262
drv_slew = 0
finalSetupViolCount = 0
max_slew_margin = 0.4400
worst_pin_slew_ns = 0.8400
fmax_ghz = 0.2129
fin_skew_ns = 0
rsz0062_at_grt = false

[power_and_ir_drop]
power_density_nw_per_um2 = 190.6
leakage_nw = 6.882
peakVddDrop_mv = 0.09817
power.total_mw = 3.991

[run]
tool_warnings = 33
drv_cap = 0
==> cells by family (layout without fill, tap and decap cells) <==
family | Yosys count | count (layout) | share of synthesized area
AND/OR/NAND/NOR | 233 | 233 | 0.07960
XOR/XNOR | 512 | 512 | 0.3061
AND-OR/OR-AND | 467 | 467 | 0.2393
flip-flops | 233 | 233 | 0.3184
buffers and inverters | 132 | 583 | 0.05654
==> synth_stat cells <==
| library cell | n | area, um^2 |
|---|---|---|
| a21bo_1 | 207 | 2072 |
| o21a_1 | 1 | 7.510 |
| a21oi_1 | 233 | 1166 |
| buf_1 | 5 | 18.77 |
| dfxtp_1 | 233 | 4664 |
| buf_4 | 7 | 52.55 |
| buf_2 | 77 | 385.4 |
| buf_6 | 28 | 315.3 |
| xnor2_1 | 512 | 4484 |
| nand3_1 | 233 | 1166 |
| clkbuf_1 | 14 | 52.55 |
| inv_2 | 1 | 3.750 |
| a21bo_2 | 26 | 260.3 |
==> sequential cells by signal (all words and copies together), names as in the netlist <==
| name | count |
|---|---|
| inst0.data_prev | 58 |
| last_error | 1 |
| inst2.data_prev | 58 |
| inst1.data_prev | 58 |
| inst3.data_prev | 58 |
==> worst max-delay path by stage <==
stage                  from               to  slack, ns  depth (start not counted)
finish        in_txdata[86]  out_txdata[125]       2.80                          4
global route  in_txdata[86]  out_txdata[125]       2.72                          4
CTS           in_txdata[86]  out_txdata[125]       2.76                          4
==> report_power, final <==
group	internal (mW)	switching [mW]	leakage, nW
Combinational	0.708	0.396	4.46
Sequential	1.30	0.0573	1.91
Clock	0.955	0.578	0.514
Total	2.96	1.03	6.88
==> final cells by class <==
type                       count  area, um^2
sequential                   233        4664
timing repair buffer         528        5308
clock buffer                  39       803.3
tap                          615       769.5
inverter                       1       8.758
fill                        4568       27000
multi-input combinational   1212        9156
clock inverter                15       232.7
==> routing by layer <==
layer | track usage | routed length [um]
met1 | 0.2765 | 21730
met2 | 0.3018 | 22060
met3 | 0.04627 | 3395
met4 | 0.03493 | 984
met5 | 0 | 0
==> through the flow <==
step | util | instances
after floorplan | - | 1577
after global placement | 0.4152 | 2589
after detailed placement | 0.4152 | 2589
after CTS | 0.4368 | 2643
after global routing | 0.4368 | 2643
final | 0.4368 | 2643
==> critical path, stage by stage <==
cell,delay [ns]
clkdlybuf4s50_1,0.50
xnor2_1,0.42
xnor2_1,0.24
clkdlybuf4s50_1,0.53
No activity file was given, so power comes from the tool's default toggle rates.
