`flow/run.sh`:
```
#!/bin/bash
# OpenROAD 26Q1-2900-gdf79404cd8, Yosys 0.63+post, stock flow scripts
make -C /OpenROAD-flow-scripts/flow DESIGN_CONFIG=/design/flow/config.mk WORK_HOME=/design/flow/orfs finish
```
`flow/config.mk`:
```
export PLATFORM = sky130hd
export DESIGN_NAME = ssyfifo
export DESIGN_NICKNAME = ssyfifo
export VERILOG_FILES = /design/flow/design.v
export SDC_FILE = /design/flow/constraint.sdc
export NUM_CORES = 4
export LEC_CHECK = 1
export CORE_UTILIZATION = 40
```
`flow/constraint.sdc`:
```
current_design ssyfifo

set clk_period 18.7
set clk_io_pct 0.2

create_clock -name clk0 -period $clk_period [get_ports {clkr}]
create_clock -name clk1 -period $clk_period [get_ports {clkw}]

set non_clock_inputs [all_inputs -no_clocks]
set_input_delay [expr $clk_period * $clk_io_pct] -clock clk0 $non_clock_inputs
set_output_delay [expr $clk_period * $clk_io_pct] -clock clk0 [all_outputs]
```
`flow/design.v`:
```
`timescale 1ns/10ps
module ssyfifo(
	in_enable,
	reset_n,
	clkw,
	out_idle,
	in_data,
	in_datavalid,
	clkr,
	in_idle,
	out_data,
	out_datavalid
);
parameter WIDTH=192;
input	in_enable;
input reset_n;
input clkw;
output out_idle;
input [WIDTH-1:0] in_data;
input in_datavalid;
input clkr;
input in_idle;
output [WIDTH-1:0] out_data;
output out_datavalid;
reg [2:0] pw;
wire [2:0] pw_sync2;
reg [2:0] pr;
wire [2:0] pr_sync2;
parameter G0=3'b000;
parameter G1=3'b001;
parameter G2=3'b011;
parameter G3=3'b010;
parameter G4=3'b110;
parameter G5=3'b111;
parameter G6=3'b101;
parameter G7=3'b100;
reg [WIDTH-1:0] reg0;
reg [WIDTH-1:0] reg1;
reg [WIDTH-1:0] reg2;
reg [WIDTH-1:0] reg3;
reg [WIDTH-1:0] reg4;
reg [WIDTH-1:0] reg5;
reg [WIDTH-1:0] reg6;
reg [WIDTH-1:0] reg7;
wire resetw_n;
sync_2xdff inst_reset_sync_w (.clk(clkw),.din(reset_n),.dout(resetw_n),.rst_n(1'b1));
always @(posedge clkw) begin
	if(!resetw_n) begin
		pw <= G0 ;
		reg0 <= 0;
		reg1 <= 0;
		reg2 <= 0;
		reg3 <= 0;
		reg4 <= 0;
		reg5 <= 0;
		reg6 <= 0;
		reg7 <= 0;
	end 
	else if(in_enable && in_datavalid) begin
		case (pw)
    G0: begin pw <=G1; reg0<=in_data; end 
    G1: begin pw <=G2; reg1<=in_data; end 
    G2: begin pw <=G3; reg2<=in_data; end 
    G3: begin pw <=G4; reg3<=in_data; end 
    G4: begin pw <=G5; reg4<=in_data; end 
    G5: begin pw <=G6; reg5<=in_data; end 
    G6: begin pw <=G7; reg6<=in_data; end 
    G7: begin pw <=G0; reg7<=in_data; end 
		endcase
	end
end
sync_2xdff #(3) inst_rdpointer_gray_sync1(
  .dout(pr_sync2),
  .clk(clkw),
  .rst_n(1'b1),
  .din(pr)
);
reg out_full;
always @(*) begin
	case (pw)
  G0: begin out_full=(pr_sync2==G1); end 
  G1: begin out_full=(pr_sync2==G2); end 
  G2: begin out_full=(pr_sync2==G3); end 
  G3: begin out_full=(pr_sync2==G4); end 
  G4: begin out_full=(pr_sync2==G5); end 
  G5: begin out_full=(pr_sync2==G6); end 
  G6: begin out_full=(pr_sync2==G7); end 
  G7: begin out_full=(pr_sync2==G0); end 
	endcase
end
assign out_idle=!out_full;
wire empty=(pw_sync2==pr);
wire resetr_n;
sync_2xdff inst_reset_sync_r (.clk(clkr),.din(reset_n),.dout(resetr_n),.rst_n(1'b1));
always @(posedge clkr) begin
	if(!resetr_n) begin
		pr <= G0 ;
	end 
	else if(in_enable && out_datavalid) begin
		case (pr)
    G0: begin pr <=G1; end 
    G1: begin pr <=G2; end 
    G2: begin pr <=G3; end 
    G3: begin pr <=G4; end 
    G4: begin pr <=G5; end 
    G5: begin pr <=G6; end 
    G6: begin pr <=G7; end 
    G7: begin pr <=G0; end 
		endcase
	end
end
sync_2xdff #(3) inst_wrpointer_gray_sync1(
  .dout(pw_sync2),
  .clk(clkr),
  .rst_n(1'b1),
  .din(pw)
);
reg [WIDTH-1:0] out_data;
always @(*) begin
	case (pr)
  G0: out_data=reg0;
  G1: out_data=reg1;
  G2: out_data=reg2;
  G3: out_data=reg3;
  G4: out_data=reg4;
  G5: out_data=reg5;
  G6: out_data=reg6;
  G7: out_data=reg7;
	endcase
end
assign out_datavalid=in_idle && !empty;
endmodule
module sync_2xdff ( 
    dout,
    clk, rst_n, din
    );
parameter   WIDTH = 1;
input               clk;
input               rst_n;
input [WIDTH-1:0]   din;
output [WIDTH-1:0]  dout;
reg  [WIDTH-1:0]  sync_dff0;
reg  [WIDTH-1:0]  sync_dff1;
wire [WIDTH-1:0]   dout;
    always @(posedge clk)
        begin
            sync_dff0 <= din;
            sync_dff1 <= sync_dff0;
        end
assign  dout = sync_dff1;
endmodule
```
==> results.yml <==
# yosys + openroad results
grt:
  grt_pass1_wl_um: 374000
  grt_pass1_vias: 57300
  grt.overflow.total: 0
  track_usage: 0.285
  grt_antenna_before_repair: 38
  grt_max_degree: 196
synthesis:
  yosys.area.top_type: "dfxtp_1"
  ff_type: "dfxtp_1"
  yosys_cells: 8622
  synth.distinct_cells: 45
  yosys_area_sq_um: 70500
  yosys.area.top_type_share: 0.442
  async_flop_share: 0
  ys_seq_frac: 0.442
  synth_cells: 8622
  synthTopCellsByArea: "dfxtp_1 (44%), nand2_1 (17%), a21boi_0 (16%), mux2i_1 (4.2%), buf_4 (2.3%)"
  synth_flops: 1558
  ys_warn_count: 3
  enable_flop_cells: 0
  netlist_area_sq_um: 70500
  avgSynthCellArea_sq_um: 8.18
worst_setup_path:
  cp-end-kind: "output port"
  r2r_cells: 6
  crit_required_ps: 14960
  criticalPathCategory: "input port to output port"
  r2r_end: "reg5[139]"
  r2r-start: "inst_reset_sync_w.sync_dff1"
  critPathArrivalTime_ps: 4880
  worst_setup_path_start_kind: "input port"
  cp_max_fo: 2
  rrSetupSlack_ps: 13980
route:
  vias_per_cell: 5.54
  vias: 60200
  drt.antenna.violating_nets: 0
  first_pass_iters: 7
  routed_wl_um: 251000
  drt-initial-drc-count: 4725
  routedWlPerCell_um: 23.1
  remaining_drc_errors: 0
pwr:
  leakage_nw: 24.4
  powerDensity_nw_per_um2: 91.5
  ir_drop_mv: 0.0743
final_timing:
  setup_viol: 0
  rsz0062_at_grt: "no"
  finalMaxSlewViolations: 0
  hold_viol_final: 0
  relSlewSlack: 0.406
  timing.hold.ws_ps: 150
  tightest_slew_ps: 891
  fin_worst_skew_ps: 38.6
  fin_setup_tns_ps: 0
placement:
  numPortBuffers: 390
  dp.cells: 10600
  dp_hpwl_um: 141000
  gp_congestion: 0.851
clocking:
  clock-sinks: 1558
  clk_pin_slew_ps: 50
  cts.repair.resized: 0
  cts_tree: "done"
  hold_buffers: 0
  cts_setup_buffers: 0
flow_run:
  drv_cap: 0
  warning_count: 38
die:
  rows: 153
  initCoreUtil: 0.404
  core_area_sq_um: 174000
  io_pins: 392
  dieArea_sq_um: 178000
  die_x_um: 422
  die_h_um: 422
hold_path:
  hold_start: "pr[0]"
  hp-class: "register to register"
  holdPathEnd: "inst_rdpointer_gray_sync1.sync_dff0[0]"
  hold_depth: 0
layout:
  n_fill_cell: 16200
  layoutNonFillerInstCount: 10900
  drive_above_1_share: 0.0634
  syn_to_final_growth_pct: 13.4
run_status:
  status: "finished, final reports clean"
[sequential cells by signal, summed over array words and instances (netlist names), 3 cells and up, named ones only]
name	count
reg0	192
reg1	192
reg2	192
reg3	192
reg4	192
reg5	192
reg6	192
reg7	192
inst_rdpointer_gray_sync1.sync_dff0	3
inst_rdpointer_gray_sync1.sync_dff1	3
inst_wrpointer_gray_sync1.sync_dff0	3
inst_wrpointer_gray_sync1.sync_dff1	3
pw	3
[cell usage in the layout (no fill, tap or decap), types with 4 or more instances in the layout]
| cell type | count |
|---|---|
| a21boi_0 | 1501 |
| a21boi_1 | 36 |
| a21oi_1 | 87 |
| a221oi_1 | 38 |
| a22oi_1 | 146 |
| a31oi_1 | 64 |
| a32oi_1 | 32 |
| a41oi_1 | 21 |
| buf_12 | 11 |
| buf_4 | 134 |
| bufinv_16 | 4 |
| clkbuf_1 | 51 |
| clkbuf_16 | 175 |
| clkbuf_8 | 42 |
| clkdlybuf4s50_1 | 390 |
| clkinv_16 | 9 |
| clkinv_2 | 16 |
| dfxtp_1 | 1554 |
| dfxtp_4 | 4 |
| diode_2 | 18 |
| inv_16 | 4 |
| mux2_2 | 69 |
| mux2i_1 | 295 |
| mux4_2 | 30 |
| nand2_1 | 3236 |
| nand2_4 | 5 |
| nand3_1 | 24 |
| nor2_1 | 113 |
| nor2_4 | 9 |
| nor2b_1 | 55 |
| nor2b_4 | 6 |
| o211ai_1 | 26 |
| o21ai_0 | 59 |
| o221ai_1 | 76 |
| o22a_1 | 133 |
| o22ai_1 | 7 |
| o2bb2ai_1 | 26 |
| xnor2_1 | 4 |
[worst max path at each step]
| stage | start | end | slack [ps] | depth (start not counted) |
|---|---|---|---|---|
| 4_1_cts | in_idle | out_datavalid | 10070 | 4 |
| 5_1_grt | register | out_data[152] | 10030 | 9 |
| 6_report | in_idle | out_datavalid | 10080 | 4 |
[Yosys cell counts (all sizes together), types with 64 or more instances]
cell	n
mux2i	295
a22oi	146
clkbuf	419
a31oi	64
a21boi	1537
dfxtp	1558
a21oi	87
nor2	122
o221ai	76
mux2	69
buf	512
o22a	133
nand2	3242
[layer usage]
metal  routed length, um  global-route usage  up-vias
met5                 180                   0        -
met4                9190              0.0960       28
met3               18700              0.0676      459
met2              117000               0.448     1941
met1              106000               0.394    29300
li1                    -                   -    28400
[through the flow]
stage                     total power, W  utilization  instance area [sq um]  setup slack, ps
after floorplan                  0.00372            -                  70500            11120
after global placement           0.00394        0.425                  74100            10060
after detailed placement         0.00395        0.425                  74100            10080
after CTS                        0.00737        0.458                  79900            10070
after global routing             0.00755        0.458                  79900            10030
final                            0.00731        0.458                  80000            10080
[final cells by class]
class,instances,area [sq um],share of cell area
Multi-Input combinational cell,6130,34900,0.436
Sequential cell,1558,31200,0.390
Clock buffer,268,5150,0.0644
Timing Repair Buffer,535,5130,0.0642
Tap cell,2325,2910,0.0364
Clock inverter,39,609,0.00762
Antenna cell,18,45.0,0.000563
Inverter,3,13.8,0.000172
[cells by family (layout without fill, tap and decap cells)]
group | Yosys count | count (layout) | synth area share
compound gates | 2257 | 2257 | 0.240
xor+xnor | 4 | 4 | 0.000497
fa+ha+maj | 3 | 3 | 0.000532
buf+inv | 934 | 845 | 0.0661
flops | 1558 | 1558 | 0.442
mux | 394 | 394 | 0.0625
other cells | 0 | 18 | 0
simple gates | 3472 | 3472 | 0.188
[critical path: stages]
cell	delay, ps
clkdlybuf4s50_1	480
inv_1	40
a31oi_1	130
clkdlybuf4s50_1	480
[power breakdown]
group          switching [W]  leakage [nW]  internal [W]  total (W)
clock network        0.00147          2.80       0.00197    0.00343
logic               0.000279          9.03      0.000227   0.000507
registers          0.0000211          12.6       0.00335    0.00337
No activity file was given, so power comes from the tool's default toggle rates.
