$ cat design/flow/design.v
`timescale 1ns/10ps
module perlane_scrambler (
	in_enable,
	clk,
	reset_n,
	in_txdata,
	in_txdata_valid,
	out_idle,
	out_txdata,
	out_txdata_valid,
	in_idle
);
input	in_enable;
input	clk,reset_n;
input [255:0]	in_txdata;
input 	in_txdata_valid;
output	out_idle;
output [255:0]	out_txdata;
output	out_txdata_valid;
wire [3:0]	out_txdata_valid_tmp;
input	in_idle;
assign	out_txdata_valid=out_txdata_valid_tmp[0];
scrambler_64 inst0 (
	.in_enable(in_enable),
	.clk(clk),
	.reset_n(reset_n),
	.in_pop(in_txdata_valid),
	.in_data(in_txdata[63:0]),
	.scrambled_result(out_txdata[63:0]),
	.out_pop(out_txdata_valid_tmp[0])
);
scrambler_64 inst1 (
	.in_enable(in_enable),
	.clk(clk),
	.reset_n(reset_n),
	.in_pop(in_txdata_valid),
	.in_data(in_txdata[127:64]),
	.scrambled_result(out_txdata[127:64]),
	.out_pop(out_txdata_valid_tmp[1])
);
scrambler_64 inst2 (
	.in_enable(in_enable),
	.clk(clk),
	.reset_n(reset_n),
	.in_pop(in_txdata_valid),
	.in_data(in_txdata[191:128]),
	.scrambled_result(out_txdata[191:128]),
	.out_pop(out_txdata_valid_tmp[2])
);
scrambler_64 inst3 (
	.in_enable(in_enable),
	.clk(clk),
	.reset_n(reset_n),
	.in_pop(in_txdata_valid),
	.in_data(in_txdata[255:192]),
	.scrambled_result(out_txdata[255:192]),
	.out_pop(out_txdata_valid_tmp[3])
);
assign	out_idle=in_idle;
endmodule 
module scrambler_64(
	in_enable,
	clk,
	reset_n,
	in_pop,
	in_data,
	scrambled_result,
	out_pop
);
input	in_enable;
input	clk;
input	reset_n;
input	in_pop;
input	[64-1:0]	in_data;
output	[64-1:0] scrambled_result;
output	out_pop;
assign	out_pop=in_pop;
reg	[64+57:0]	data_prev;
wire	[64+57:0]	data_prev_nxt;
always @(posedge clk) begin
	if(!reset_n) begin
		data_prev<=0;
	end
	else if(in_enable) begin
		if(in_pop) data_prev<=data_prev_nxt;
	end
end
wire  [64+57:0]  data_merge={in_data,data_prev[64+57:64]};
assign  scrambled_result[38:0]=data_merge[38+1+57:1+57] ^ data_merge[38+1+57-39:1+57-39] ^ data_merge[38+1+57-58:1+57-58];
wire [64+57:0] data_merge2={in_data[63:39],scrambled_result[38:0],data_prev[64+57:64]};
assign	scrambled_result[63:39]=data_merge2[64+57:39+1+57] ^ data_merge2[64+57-39:39+1+57-39] ^ data_merge2[64+57-58:39+1+57-58] ;
assign  data_prev_nxt={scrambled_result,data_prev[64+57:64]};
endmodule
$ cat design/flow/run.sh
#!/bin/bash
# OpenROAD 26Q1-2900-gdf79404cd8, Yosys 0.63+post, stock flow scripts
make -C /OpenROAD-flow-scripts/flow DESIGN_CONFIG=/design/flow/config.mk WORK_HOME=/design/flow/orfs finish
$ cat design/flow/config.mk
export PLATFORM = sky130hd
export DESIGN_NAME = perlane_scrambler
export DESIGN_NICKNAME = perlane_scrambler
export VERILOG_FILES = /design/flow/design.v
export SDC_FILE = /design/flow/constraint.sdc
export NUM_CORES = 4
export LEC_CHECK = 1
export CORE_AREA = 10 10 325 325
export DIE_AREA = 0 0 335 335
$ cat design/flow/constraint.sdc
current_design perlane_scrambler

set clk_period 16.9
set clk_io_pct 0.2

create_clock -name clk0 -period $clk_period [get_ports {clk}]

set non_clock_inputs [all_inputs -no_clocks]
set_input_delay [expr $clk_period * $clk_io_pct] -clock clk0 $non_clock_inputs
set_output_delay [expr $clk_period * $clk_io_pct] -clock clk0 [all_outputs]
==> changes_impl.md <==
### Implementation results

- Slowest stage cell, crit path: xnor2_1
- DRT Wirelength: between 60,000 and 70,000 µm
- Mapped Avg Cell Area: roughly 10 µm²
- CTS resizes: 0
- Worst min-delay path class: reg2reg
- Max clock buf depth: 3
- Routability Congestion: around 0.88
- Yosys stat area: ~16,000 µm²
- Pre-antenna DRT Iters: 4
- Clock share of power: between 20% and 30%
- Crit-path cells: clkdlybuf4s50_1 -> xor3_1 -> xnor2_1 -> clkdlybuf4s50_1
- Comb area: roughly 11,000 µm²
- Fraction of layout cells with a size suffix above 1: ~6.2%
- Worst-case clock skew: 0.01088 ns
- Crit. Startpoint: in_txdata[2]
- Final Hold Fails: 0
- Reg-to-reg slack, setup: 15.19 ns
- Worst path required time: roughly 14 ns
- Initial antenna violation count: 11
- Worst slew margin: 49.93%
- Adder share: 0%
- Fin. max-slew vios: 0
- Die Height: between 300 and 400 µm
- P&R area growth vs syn: 47.05%
- Mapped Area: roughly 16,000 µm²
- Cell total after placement: ~3,200
- HPWL after DPL: about 51,000 µm
- Placed instance area: 22,170 µm²
- Max Fclk: about 110 MHz
- CTS buffer count: 30
- Critical path class: in2out
- Htree depth: 1
- Post-CTS Hold Fix Bufs: 0
- Power density cells: approximately 95 nW/µm²
- Post-route cell area: between 20,000 and 25,000 µm²
- Core ar.: a little under 100,000 µm²
- Reg-to-Reg Start: inst0.data_prev[107]$_SDFFE_PN0P_
- Number of global-route vias before repair: between 10,000 and 15,000
- Layout Cells excl Fill: 3,286
- # port buffers: between 500 and 600
- TNS Setup: 0 ns
- Tool warnings: 25
- Number of setup buffers added after CTS: 0
- XOR/XNOR Fraction of Synth Area: just under 40%
- Max-cap check violation count: 0
- Site Rows: 115
- Post-synth cell types: 21
- Fin util: 23.54%
- Status: finished, final reports clean
- Cell count after synthesis: between 1,500 and 2,000
- Final setup fails: 0
- Combinational share of power: between 40% and 50%
- Sw frac: between 20% and 30%
- Initial DRC Count: 622
- Simple Share, Synth: ~18%
- Fin crit share: ~52%
- RSZ-0062 raised after global routing: false
- Filler instances: 10,490
- Top logic family: XOR/XNOR gates
- Static leakage: about 8.8 nW
- Drt drc: 0
- Ao+oa area frac: ~11%
- Reg clk slew, reported paths: about 0.060 ns
- Clock latency (worst-skew pair): 0.59 ns
- Critical Path Start Type: primary input
- Flop area: approximately 4600 µm²
- Critical path fanouts, max: 4
- DR vias: ~13,000
- CTS tree: done
- Sequential cell area fraction in the yosys report: approximately 29%
- Crit path capture: out_txdata[41]
- CTS Sinks: approximately 230
- Die ar.: around 110,000 µm²
- Internal: between 1.5 and 2 mW
- Global-route wire length before repair: 92,570 µm
- Root Buffer: clkbuf_16
- # IOs: roughly 520
- Yosys warnings: 1
- Remaining Overflow, GRT: 0
- Multiplexer share: 0%
- R2r worst-path depth: 3
- Routed wire per std cell: approximately 20 µm
- Critical Path Max Stage Delay: ~0.63 ns
- FP Core Util: between 10% and 20%
- Fin crit period: between 8 and 9 ns
- GRT Total Usage: a little under an eighth
- Least-Margin Pin Slew: around 0.75 ns
- Reg-to-Reg End: inst0.data_prev[121]$_SDFFE_PN0P_
- Largest net degree at the start of global routing: about 74
- Maximum vdd drop: ~0.000065 V
- Ys cells: around 1,500
- Die X-Extent: 335 µm
- Post-DRT Antenna Nets: 0
- Switching power: approximately 0.65 mW
- Reg power frac: between 20 and 30%
- CP Capture Type: output pin
- Critical Path AT: between 5 and 6 ns
- CP dominant cell by count: clkdlybuf4s50_1
- Yosys reg bits: about 230
- Via/cell ratio: slightly below 4
-- Yosys cell counts --
cell type / number / area, µm²
nand2b_1: 24 / 150.1
xor3_1: 174 / 4136
clkbuf_1: 47 / 176.4
xnor2_1: 96 / 840.8
a21boi_0: 52 / 390.4
nand3b_1: 52 / 390.4
o211ai_2: 50 / 625.6
dfxtp_1: 232 / 4644
buf_2: 20 / 100.1
and3_1: 1 / 6.260
nand3_1: 173 / 865.8
buf_1: 3 / 11.26
or3_1: 24 / 150.1
buf_4: 7 / 52.55
xor3_4: 6 / 165.2
nand2_1: 317 / 1190
xor2_1: 104 / 910.9
o211ai_1: 26 / 195.2
buf_6: 13 / 146.4
and2_1: 1 / 6.260
a21boi_1: 80 / 600.6
-- worst max-delay path, delay by kind of cell --
family                    cells  cell delay (ns)
xor gates and xnor gates      2             0.93
buffers and inverters         2             1.12
-- worst min path at each step --
stage | start | slack (ns) | end | depth (start not counted)
final | inst1.data_prev[78]$_SDFFE_PN0P_ | 0.46 | inst1.data_prev[78]$_SDFFE_PN0P_ | 2
after CTS | inst3.data_prev[81]$_SDFFE_PN0P_ | 0.46 | inst3.data_prev[81]$_SDFFE_PN0P_ | 2
after global routing | inst1.data_prev[80]$_SDFFE_PN0P_ | 0.48 | inst1.data_prev[80]$_SDFFE_PN0P_ | 2
-- per-layer routing --
layer / routed length [µm] / GRT usage, % / vias up
li1: - / - / 6168
met1: 27910 / 14.85 / 6025
met2: 30190 / 18.22 / 418
met3: 6200 / 4.416 / 61
met4: 925 / 1.410 / 12
met5: 73 / 0 / -
-- final cells by class --
class	count	area share (%)
Clock buffer	45	3.964
Sequential cell	232	20.05
Tap cell	1287	6.951
Timing Repair Buffer	530	22.75
Antenna cell	4	0.04321
Multi-Input combinational cell	1180	45.94
Clock inverter	8	0.2970
-- cell families after synthesis --
group,count (synthesis)
AND/OR/NAND/NOR,592
XOR/XNOR,380
flip-flops,232
AND-OR/OR-AND,208
buffers and inverters,90
-- power by group through the flow --
stage / Clock [mW] / Sequential (mW) / Combinational, mW
after CTS: 0.683 / 0.661 / 0.920
final: 0.652 / 0.659 / 0.897
after global routing: 0.699 / 0.666 / 0.969
-- state kept, by name, summed over array words and instances (netlist names) --
signal	count
inst0.data_prev	58
inst1.data_prev	58
inst2.data_prev	58
inst3.data_prev	58
-- metrics by stage --
step / power, mW / setup WS (ns) / hold WS [ns]
2_1_floorplan: 1.026 / 9.650 / 0.4356
3_3_place_gp: 1.587 / 8.148 / 0.4434
3_5_place_dp: 1.585 / 8.160 / 0.4487
4_1_cts: 2.264 / 8.159 / 0.4574
5_1_grt: 2.335 / 8.027 / 0.4757
6_report: 2.208 / 8.093 / 0.4553
-- cell usage in the layout (no fill, tap or decap), types with 24 or more instances in the layout --
cell type        synthesis  layout
a21boi_0                52      52
a21boi_1                80      80
clkbuf_16                0      31
clkdlybuf4s50_1          0     515
dfxtp_1                232     232
nand2_1                317     316
nand2b_1                24      24
nand3_1                173     172
nand3b_1                52      52
o211ai_1                26      26
o211ai_2                50      50
or3_1                   24      24
xnor2_1                 96      96
xor2_1                 104     104
xor3_1                 174     174
Power and IR drop assume default switching activity.
